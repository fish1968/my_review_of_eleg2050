<file path="flow/run.sh">
#!/bin/bash
# OpenROAD 26Q1-2900-gdf79404cd8, Yosys 0.63+post, stock flow scripts
make -C /OpenROAD-flow-scripts/flow DESIGN_CONFIG=/design/flow/config.mk WORK_HOME=/design/flow/orfs finish
</file>
<file path="flow/config.mk">
export PLATFORM = sky130hd
export DESIGN_NAME = carry_look_ahead_adder
export DESIGN_NICKNAME = carry_look_ahead_adder
export VERILOG_FILES = /design/flow/design.v
export SDC_FILE = /design/flow/constraint.sdc
export NUM_CORES = 4
export LEC_CHECK = 1
export CORE_AREA = 10 10 70 70
export DIE_AREA = 0 0 80 80
</file>
<file path="flow/constraint.sdc">
current_design carry_look_ahead_adder

set clk_period 3.6
set clk_io_pct 0.2

create_clock -name clk0 -period $clk_period

set non_clock_inputs [all_inputs -no_clocks]
set_input_delay [expr $clk_period * $clk_io_pct] -clock clk0 $non_clock_inputs
set_output_delay [expr $clk_period * $clk_io_pct] -clock clk0 [all_outputs]
</file>
<file path="flow/design.v">
module pg_generator(
    input wire A,
    input wire B,
    output wire P,
    output wire G
);
assign G = A * B;  
assign P = A ^ B;  
endmodule
module carry_look_ahead_adder (
    input wire [3:0] A,
    input wire [3:0] B,
    input Cin,
    output wire [4:0] Out
);
    wire[3:0] P;
    wire[3:0] G;
    wire [4:0] C;
genvar i;
generate
for (i = 0; i < 4; i = i+1) begin
    pg_generator uut(
        .A(A[i]),
        .B(B[i]),
        .P(P[i]),
        .G(G[i])
    );
end
endgenerate
assign C[0] = Cin;
assign C[1] = C[0]*P[0]+ 
                G[0];
assign C[2] = C[0]*P[0]*P[1] +
                G[0]*P[1] +
                G[1];
assign C[3] = C[0]*P[0]*P[1]*P[2]+
                G[0]*P[1]*P[2]+
                G[1]*P[2]+
                G[2];
assign C[4] = C[0]*P[0]*P[1]*P[2]*P[3] +
                G[0]*P[1]*P[2]*P[3]+
                G[1]*P[2]*P[3]+
                G[2]*P[3] +
                G[3];
assign Out[0] = P[0] ^ C[0];
assign Out[1] = P[1] ^ C[1];
assign Out[2] = P[2] ^ C[2];
assign Out[3] = P[3] ^ C[3];
assign Out[4] = C[4];
endmodule  
</file>
==> Changelog: implementation <==
### Changed

* Syn_area_per_cell at 9.06 sq um
* Initial antenna violation count at 0
* FF+latch area at 0 sq um
* Largest cells by area after synthesis: ha_1 24%, xnor2_1 13%, xor2_1 10%
* Pwr Density at 159 mW/mm^2
* Max Clock Freq at 0.287 GHz
* # setup viols final at 0
* Slew Limit Fails at 0
* Leakage Power at 0.195 nW
* Post-synth top area cell: ha_1
* Status: completed
* Die Area at approximately 0.0064 sq mm
* Fin. Hold Viols at 0
* MaxCap Viol Count at 0
* Setup_tns at 0 ns
* Share of layout cells above drive strength 1 at 0.191
* Core ar. at 0.00342 sq mm
* Worst Path Required at 2.88 ns
* Final estimated routing congestion in global placement at ~0.75
* Synth warn at 0
* Overall routing resource usage at 0.0255
* Worst ir drop on vdd at approximately 0.082 mV
* First-pass GRT wire length at ~1.4 mm
* Port Buffers at 14
* Via/cell ratio at 2.95
* Antenna cells at 0
* Max-slew headroom at 0.823
* Pre-Repair DR Iteration Count at 3
* DRT iter0 DRCs at 3
* Post-route minimum period at 3.48 ns
* Worst setup EP type: primary output
* Setup bufs post-CTS at 0
* I/O Pins at 14
* Placed instance area at 490 sq um
* RSZ-0062 raised after global routing: no
* Sequential cell area fraction in the yosys report at 0
* Post-layout period usage at 0.966
* Site Rows at 21
* CP Class: primary input to primary output
* Post-Route WL at 800 um
* Layout clock buffer count at 0
* Nature of the critical path startpoint: primary input
* Vias in the first global route at 293
* Largest fanout on the critical path at 2
* Residual DRC count at 0
* Cell area after layout at 520 sq um
* Die H at 80 um
* DRT antenna net count at 0
* Power Total at 0.0828 mW
* Area growth syn-to-layout at 98.1%
* Wire per inst at between 8 and 9 um
* Max-area cell share at 0.238
* Congestion Overflow GR at 0
* Critical Path AT at 2.76 ns
* Unique cell types at 18
* Syn Inst Count at 29
* Largest net degree at the start of global routing at 8
* # Cells Yosys at 29
* Die width at 80 um
* Via count at 274
* Core Util at FP at 0.0769
* Tightest Pin Transition at 0.266 ns
* Flop count at 0
* Synthesis area per yosys at 263 sq um
* Hpwl dp at 663 um
* Mapped Area at 263 sq um
* OpenROAD warnings at 33
* Hold Path Class: primary input to primary output
==> cells by family (layout without fill, tap and decap cells) <==
group                      count (synthesis)  after routing  share of synthesized area
muxes                                      2              2                     0.0762
buffers and inverters                      1             19                     0.0143
adders and majority gates                  6              6                      0.314
AOI/OAI and AO/OA                          4              4                      0.129
xor gates and xnor gates                   7              7                      0.233
and+or+nand+nor                            9              9                      0.233
==> cells in the final DEF (no fill, tap or decap) <==
cell type	Yosys	routed
xor2_1	3	2
mux2i_1	2	2
xnor2_2	0	1
fa_1	1	1
o31a_1	1	1
a21oi_2	0	1
xor2_2	0	1
nor3b_1	1	1
nand2b_1	1	1
and4bb_1	1	1
xnor2_1	4	3
buf_4	0	4
clkdlybuf4s50_1	0	13
a311oi_2	1	1
inv_1	1	1
ha_1	5	4
nor2_1	2	2
nand4_1	1	1
nand3b_1	1	1
ha_4	0	1
o21ai_1	0	1
nor2b_1	1	1
dlygate4sd2_1	0	1
and2b_1	1	1
==> final timing paths <==
path	depth (start not counted)	start	slack [ns]	to
setup / recovery	8	B[0]	0.12	Out[3]
hold / removal	4	A[3]	2.34	Out[4]
==> through the flow <==
stage / instances / worst slack, ns / hold WS [ns] / util
after floorplan: 29 / 0.966 / 1.54 / -
after global placement: 93 / -0.121 / 2.52 / 0.144
after detailed placement: 93 / -0.137 / 2.53 / 0.144
after CTS: 93 / 0.0518 / 2.35 / 0.151
after global routing: 93 / 0.0213 / 2.38 / 0.152
final: 93 / 0.121 / 2.34 / 0.152
==> synthesized netlist by cell type (2+ instances only) <==
| cell | number |
|---|---|
| xnor2_1 | 4 |
| ha_1 | 5 |
| mux2i_1 | 2 |
| xor2_1 | 3 |
| nor2_1 | 2 |
==> per-layer routing <==
metal  track usage  part of all wire  routed length (um)  up-vias
met5             0                 0                   0        -
met4             0                 0                   0        0
met3        0.0114              0.12                  96        0
met2        0.0281              0.30                 242       13
met1        0.0431              0.58                 460      119
li1              -                 -                   -      142
==> critical path, cell delays in order <==
cell	delay, ns
clkdlybuf4s50_1	0.43
ha_1	0.34
ha_4	0.19
xor2_2	0.16
a21oi_2	0.16
o21ai_1	0.08
xnor2_1	0.18
clkdlybuf4s50_1	0.50
==> repair_timing <==
item	CTS	global route
setup endpoints to repair	2	1
gates resized	5	2
pin swaps	6	0
hold buffers	0	0
==> area by class of cell <==
type                            count  area, sq um
Fill cell                         407         2900
Inverter                            1         3.75
Multi-Input combinational cell     28          290
Tap cell                           46         57.6
Timing Repair Buffer               18          169
==> where the power goes <==
group / switching [mW] / internal [mW] / total, mW
combinational: 0.0304 / 0.0524 / 0.0828
sequential: 0 / 0 / 0
clock: 0 / 0 / 0
Power and IR drop assume default switching activity.
